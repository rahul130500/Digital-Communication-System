===== design/flow/config.mk =====
export PLATFORM = sky130hd
export DESIGN_NAME = s_reg
export DESIGN_NICKNAME = s_reg
export VERILOG_FILES = /design/flow/design.v
export SDC_FILE = /design/flow/constraint.sdc
export NUM_CORES = 4
export LEC_CHECK = 1
export CORE_UTILIZATION = 40

===== design/flow/constraint.sdc =====
current_design s_reg

set clk_period 3.7
set clk_io_pct 0.2

create_clock -name clk0 -period $clk_period [get_ports {clk}]

set non_clock_inputs [all_inputs -no_clocks]
set_input_delay [expr $clk_period * $clk_io_pct] -clock clk0 $non_clock_inputs
set_output_delay [expr $clk_period * $clk_io_pct] -clock clk0 [all_outputs]

===== design/flow/design.v =====
module one(input inp,clk,ld, output [95:0] out, output done);
  reg [95:0] out;
  reg done;
  reg [3:0] x;
  reg p1,p0;
  integer i;
  always@(posedge clk)
    begin
     #7 if(ld)
        begin
          x<=4'd0;
          i=-1;
          done=0;
          out=96'd0;
        end
      else if(i<=47)
        begin
          p0<=x[1]+x[2]+x[3]+x[0];
          p1<=x[1]+x[3]+x[0];
          if(i>=0)
            out[((47-i)*2)+:2]<={p1,p0};
          i<=i+1;
          x<={inp,x[3:1]};
        end
      else 
        done=1;
    end
endmodule
module two(input x16,clk,ld ,output [15:0] r,output done);  
  parameter bits=32;  
  	reg [15:0] r;  
  reg r15,r2,r0;  
  reg done;  
  integer i; 
  assign r15=r[14]+r[15]+x16; 
  assign r2=r[1]+r[15]+x16;  
  assign r0=r[15]+x16;  
  always@(posedge clk)    
  begin
   #5 if(ld)
      begin 
        r[15:0]<=16'hFFFF;
        i=0;done=1'b0;
      end 
    else  
      begin  
        if(i<bits) 
          begin
            r[15:0]<={r15,r[13:2],r2,r[0],r0}; 
            i<=i+1; 
          end   
        else begin r<=r;done=1'b1;
        end 
      end
  end
endmodule
module interleave (input [95:0] out, output [95:0] int_out);
  bfinterleaver a(out[7:0] , out[15:8] , out[23:16] , out[31:24] ,
                 int_out[7:0] ,
    int_out[15:8] ,	
 int_out[23:16] ,
    int_out[31:24] );
   bfinterleaver b(
      out[39:32] ,
      out[47:40] ,
      out[55:48] ,
      out[63:56] , 	
     int_out[39:32], int_out[47:40], int_out[55:48],int_out[63:56] );
   bfinterleaver c(
     out[71:64], out[79:72],out[87:80], out[95:88],int_out[71:64],int_out[79:72],int_out[87:80],int_out[95:88]);
   endmodule
module bfinterleaver(
input [7:0] byte0,
input [7:0] byte1,
input [7:0] byte2,
input [7:0] byte3, 
output [7:0] out0,
output [7:0] out1,
output [7:0] out2,
output [7:0] out3
);
  assign out0[7] =byte3[1];
  assign out0[6] =byte3[0];
  assign out0[5] =byte2[1];
  assign out0[4] =byte2[0];
  assign out0[3] =byte1[1];
  assign out0[2] =byte1[0];
  assign out0[1] =byte0[1];
  assign out0[0] =byte0[0];
  assign out1[7] =byte3[3];
  assign out1[6] =byte3[2];
  assign out1[5] =byte2[3];
  assign out1[4] =byte2[2];
  assign out1[3] =byte1[3];
  assign out1[2] =byte1[2];
  assign out1[1] =byte0[3];
  assign out1[0] =byte0[2];
  assign out2[7] =byte3[5];
  assign out2[6] =byte3[4];
  assign out2[5] =byte2[5];
  assign out2[4] =byte2[4];
  assign out2[3] =byte1[5];
  assign out2[2] =byte1[4];
  assign out2[1] =byte0[5];
  assign out2[0] =byte0[4];
  assign out3[7] =byte3[7];
  assign out3[6] =byte3[6];
  assign out3[5] =byte2[7];
  assign out3[4] =byte2[6];
  assign out3[3] =byte1[7];
  assign out3[2] =byte1[6];
  assign out3[1] =byte0[7];
  assign out3[0] =byte0[6];
endmodule
module s_reg #(parameter bits=48)(input [bits-1:0] rn,input clk,start,output ou);
  integer i;
  reg ou;
  always@(posedge clk )
    begin
      #5if(start)
        begin i=0;ou<=rn[bits-1]; end
      else if(i<(bits-1))
        begin
          ou<=rn[bits-2-i];
          i<=i+1;
        end     
    end
endmodule  

===== design/flow/run.sh =====
#!/bin/bash
# OpenROAD 26Q1-2900-gdf79404cd8, Yosys 0.63+post, stock flow scripts
make -C /OpenROAD-flow-scripts/flow DESIGN_CONFIG=/design/flow/config.mk WORK_HOME=/design/flow/orfs finish

==> flow_metrics.env <==
# physical design summary
export IMPL_outcome="finished, final reports clean"
export IMPL_grt_pass1_vias=1693
export IMPL_cellPowerDensity_nw_per_um2=279.9
export IMPL_critPathKind="register to register"
export IMPL_clock_latency_ns=0.28
export IMPL_gr_total_overflow=0
export IMPL_cts_inserted_buffers=5
export IMPL_rows=26
export IMPL_ys_ff=33
export IMPL_finalCritPeriodShare=0.6106
export IMPL_netlist_area_um2=2161
export IMPL_post_cts_repair_setup_buffers=0
export IMPL_rsz0062_at_grt="false"
export IMPL_setup_tns_ns=0
export IMPL_r2r_start="i[0]"
export IMPL_finalSetupViolCount=0
export IMPL_flop_cell="dfxtp_1"
export IMPL_detail_route_antenna_nets=0
export IMPL_finalMaxSlewViolations=0
export IMPL_edf_count=1
export IMPL_io_buffer_count=50
export IMPL_required_ns=3.72
export IMPL_timing_hold_ws_ns=0.5039
export IMPL_top_cells_by_area="dfxtp_1 (30%), mux4_2 (13%), xnor2_1 (8.9%)"
export IMPL_ys_cells=237
export IMPL_cp_arrival_ns=2.28
export IMPL_drt_total_wl_um=5042
export IMPL_die_y_um=75.50
export IMPL_hold_violations=0
export IMPL_ys_area_um2=2161
export IMPL_final_util=0.5463
export IMPL_max_slew_margin=0.6428
export IMPL_grt_max_degree=22
export IMPL_yosysWarnings=1
export IMPL_syn_mean_instance_area_um2=9.117
export IMPL_finClkSkew_ns=0.002731
export IMPL_cts_root_buffer="clkbuf_8"
export IMPL_path_max_fanout=6
export IMPL_critPathLaunch="i[0]"
export IMPL_ir_drop_uv=198.6
export IMPL_async_reset_ff_frac=0
export IMPL_routed_via_density=5.354
export IMPL_critPathLaunchType="register"
export IMPL_drt_iter0_markers=136
export IMPL_worst_setup_path_end_kind="register"
export IMPL_min_period_ns=2.259
export IMPL_place_gp_congestion=0.8458
export IMPL_syn_inst=237
export IMPL_p_leak_nw=0.9399
export IMPL_synth_seq_share=0.3104
export IMPL_dp_cells=346
export IMPL_clk_pin_slew_ns=0.06
export IMPL_cts_tree="built"
export IMPL_yosysTopAreaCell="dfxtp_1"
export IMPL_drive_gt1_frac=0.1095
export IMPL_grt_pass1_wl_um=8507
export IMPL_tightest_slew_ns=0.5359
export IMPL_ctsResizeCount=0
export IMPL_antenna_cells=0
export IMPL_num_vias=1890
export IMPL_cts_max_level=2
export IMPL_dr_pass1_iters=4
export IMPL_hp_class="register to register"
export IMPL_grt_usage=0.2019
export IMPL_clockBufferDepth=2
export IMPL_ys_types=44
export IMPL_wire_per_inst_um=14.28
export IMPL_floorplan_core_util=0.4204
export IMPL_pin_count=51
export IMPL_core_area_um2=5140
export IMPL_yosysTopAreaCellShare=0.2965
export IMPL_place_hpwl_um=3871
export IMPL_antenna_found_initial=0
export IMPL_warnings=26
export IMPL_cts_sinks=33
export IMPL_dieWidth_um=75.50
export IMPL_holdBufCountCts=0
export IMPL_die_area_um2=5700
export IMPL_hp_start="i[30]"
export IMPL_drc=0
export IMPL_fin_cells=353
export IMPL_maxCapViolCount=0
export IMPL_fmax_ghz=0.4426
export IMPL_area_delta_synth_final_pct=29.94
power breakdown:
group	total, mW	switching [mW]	internal (mW)
clock	0.267	0.119	0.147
sequential	0.368	0.00577	0.362
combinational	0.151	0.0491	0.102
metal layers:
metal	up-vias	GRT usage	routed length (um)
li1	962	-	-
met3	6	0.03351	180
met1	878	0.3455	2685
met5	-	0	0
met2	44	0.2798	2125
met4	0	0.02881	50
final cells by class:
type,count,area [um^2]
timing repair buffer,54,530.5
fill,451,2332
sequential,33,670.6
multi-input combinational,189,1433
clock buffer,7,86.33
tap,70,87.58
layout by cell type, fill, tap and decap left out, types with 6 or more instances in the layout:
cell / count
mux4_2: 12
xor2_1: 8
and3_1: 6
xnor2_1: 22
nor3_1: 9
clkbuf_8: 6
and4_1: 6
clkdlybuf4s50_1: 50
nand2_1: 10
dfxtp_1: 32
nor2_1: 36
mux2i_1: 6
nand3_1: 13
nor4_1: 9
metrics by stage:
step | worst slack (ns) | total power, mW | area [um^2]
after floorplan | 1.616 | 0.4583 | 2161
after global placement | 1.251 | 0.5284 | 2721
after detailed placement | 1.253 | 0.5287 | 2721
after CTS | 1.407 | 0.8000 | 2808
after global routing | 1.230 | 0.8340 | 2808
final | 1.441 | 0.7858 | 2808
state kept, by name (all words and copies together), names as in the netlist:
register,count
i,32
ou,1
critical path: stages, from the launching register on:
cell	delay (ns)
dfxtp_1	0.35
ha_1	0.31
xnor2_2	0.43
mux4_2	0.56
nand2b_1	0.15
o211ai_1	0.09
a311oi_1	0.10
worst paths after layout:
| kind | slack (ns) | depth (start not counted) | endpoint |
|---|---|---|---|
| worst max-delay path | 1.44 | 6 | ou |
| worst min register to register | 0.50 | 2 | i[30] |
| worst min-delay path | 0.50 | 2 | i[30] |
| worst max register to register | 1.44 | 6 | ou |
synth_stat cells (4+ instances only):
master    count
nor2_1       36
dfxtp_1      32
xnor2_1      22
nand3_1      13
mux4_2       12
nand2_1      10
nor3_1        9
nor4_1        9
xor2_1        8
clkbuf_1      7
and3_1        6
and4_1        6
buf_2         6
mux2i_1       6
a21oi_1       4
nand4_1       4
nor3b_1       4
o21ai_0       4
kinds of logic (layout without fill, tap and decap cells):
kind of cell / after synthesis / after routing / synth area share
AND/OR/NAND/NOR: 115 / 115 / 0.2942
flip-flops: 33 / 33 / 0.3104
XOR/XNOR: 31 / 31 / 0.1291
AND-OR/OR-AND: 22 / 22 / 0.06717
multiplexers: 19 / 19 / 0.1581
buffers and inverters: 15 / 61 / 0.02954
adder cells (fa/ha/maj): 2 / 2 / 0.01158
Power and IR drop assume default switching activity.
