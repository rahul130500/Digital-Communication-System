[flow/config.mk]
export PLATFORM = sky130hd
export DESIGN_NAME = task3
export DESIGN_NICKNAME = task3
export VERILOG_FILES = /design/flow/design.v
export SDC_FILE = /design/flow/constraint.sdc
export NUM_CORES = 4
export LEC_CHECK = 1
export CORE_UTILIZATION = 50
[flow/constraint.sdc]
current_design task3

set clk_period 11.2
set clk_io_pct 0.2

create_clock -name clk0 -period $clk_period [get_ports {clk}]

set non_clock_inputs [all_inputs -no_clocks]
set_input_delay [expr $clk_period * $clk_io_pct] -clock clk0 $non_clock_inputs
set_output_delay [expr $clk_period * $clk_io_pct] -clock clk0 [all_outputs]
[flow/design.v]
module task3(input inpv,clk,ld, output [95:0] fec, output done);
  reg [95:0] fec;
  reg done;
  reg [3:0] x;
  reg p1,p0;
  integer i;
  always@(posedge clk)
    begin
      if(ld)
        begin
          x<=4'd0;
          i=-1;
          done=0;
          fec=96'd0;
        end
      else if(i<=47)
        begin
          p0<=x[1]+x[2]+x[3]+x[0];
          p1<=x[1]+x[3]+x[0];
          if(i>=0)
            fec[((47-i)*2)+:2]<={p1,p0};
          i<=i+1;
          x<={inpv,x[3:1]};
        end
      else 
        done=1;
    end
endmodule
module shift_reg #(parameter bits=48)(input [bits-1:0] inp,input clk,start,output ou);
  integer i;
  reg ou;
  always@(negedge clk )
    begin
      if(start)
        begin i=0;ou<=inp[bits-1]; end
      else if(i<(bits-1))
        begin
          ou<=inp[bits-2-i];
          i<=i+1;
        end     
    end
endmodule 
[flow/run.sh]
#!/bin/bash
# OpenROAD 26Q1-2900-gdf79404cd8, Yosys 0.63+post, stock flow scripts
make -C /OpenROAD-flow-scripts/flow DESIGN_CONFIG=/design/flow/config.mk WORK_HOME=/design/flow/orfs finish
==> results_dict.tcl <==
# collected from the flow reports
set metrics [dict create \
    grt_pass1_vias 6095 \
    vias_per_cell 5.96 \
    powerDensity_nw_per_um2 281 \
    ios 100 \
    die-area_um2 17100 \
    grt_usage_pct 26.5 \
    cts_buffers 17 \
    grt_pass1_wl_mm 32.9 \
    grt_max_degree 53 \
    setup-tns-final_ns 0 \
    async_flop_share_pct 0 \
    core_um2 16000 \
    antenna_left 0 \
    finish.utilization_pct 62.4 \
    warning_count 32 \
    chipHeight_um 131 \
    outcome "completed" \
    dr.first_iter.drc_count 506 \
    area_delta_synth_final_pct 20.6 \
    hold_viol 0 \
    holdPathEnd "done" \
    synth.top_cells.by_count "edfxtp_1 (98), mux2_2 (92), nor2_1 (58), nand2_1 (52), clkbuf_1 (47)" \
    maxCapViolations 0 \
    worst_pin_slew_ns 0.771 \
    arrival_ns 5.58 \
    routedWlPerCell_um 18.8 \
    placementRows 46 \
    slew_headroom_pct 48.5 \
    place_congestion 0.940 \
    dpl.hpwl_mm 14.6 \
    irDropWorstVdd_uv 185 \
    yosys_cells 804 \
    grt_overflow_total 0 \
    worstHoldStart "done" \
    path_clk_slew_ns 0.06 \
    ys_top_cells_by_area "edfxtp_1 (36%), mux2_2 (13%), dfxtp_1 (8.9%)" \
    postCtsSetupRepairBufs 0 \
    place_area_um2 9390 \
    top_area_share_pct 35.6 \
    critPathKind "reg -> reg" \
    setup_violations 0 \
    required_ns 11.36 \
    clock_latency_ns 0.41 \
    hold_depth 2 \
    pre_cts_slack_ns 5.89 \
    clockBufferDepth 2 \
    min_period_ns 5.42 \
    die_w_um 131 \
    port_buffers 99 \
    endpoint_kind "register" \
    antenna-diode-count 0 \
    yosysTopAreaCell "edfxtp_1" \
    r2r-end "fec[71]" \
    yosysUniqueCellTypes 63 \
    setup_slack_ns 5.78 \
    fmax_mhz 184 \
    route.detailed.drc 0 \
    h-tree-depth 4 \
    rrSetupSlack_ns 5.78 \
    cts_tree "built" \
    numSynthFlops 135 \
    clkSinkCount 135 \
    syn_avg_cell_area_um2 10.3 \
    synth-main-ff-cell "edfxtp_1" \
    layout-drive-gt1-share_pct 18.5 \
    r2r-start "i[4]" \
    reg2reg_depth 14 \
    wirelength_mm 20.7 \
    synth-edff-count 98 \
    synth_dominant_cell_count "edfxtp_1" \
    skew_ns 0.0116 \
    clock-root-buffer "clkbuf_16" \
    syn-cell-area_um2 8280 \
    ys_seq_share_pct 44.5 \
    firstDrtPassIters 4 \
    finalClockPeriodUsage_pct 48.4 \
    syn_inst 804 \
    p_leak_nw 3.34 \
    fp_util_pct 51.7 \
    cp_max_fo 48 \
    fin_cells 1101 \
    yosys_warnings 1 \
    num_vias 6558 \
    ys_area_um2 8280 \
    place_inst 1069 \
    start_kind "register" \
    hold_buffers 0 \
    slew_violations 0 \
    cts-resized-gates 0 \
    critPathLaunch "i[4]" \
    grt_setup_unrepaired "no" \
    antenna_found_initial 0 \
    hold_class "reg -> reg" \
    design_area_um2 9980 \
]
==> cell families after synthesis <==
kind of cell	share of synthesized area (%)
multiplexers	14.2
buffers and inverters	3.52
XOR/XNOR	6.88
adder cells (fa/ha/maj)	0.907
flip-flops	44.5
AND/OR/NAND/NOR	22.5
AND-OR/OR-AND	7.56
==> cell type report <==
cell class / instances / area (µm²)
Fill cell: 1327 / 6020
Clock buffer: 18 / 429
Sequential cell: 135 / 3680
Clock inverter: 14 / 165
Timing Repair Buffer: 111 / 1080
Multi-Input combinational cell: 599 / 4320
Tap cell: 216 / 270
Inverter: 8 / 30.0
==> worst max path at each step <==
stage,to,slack (ns),cells after the start
CTS,fec[75],5.84,14
global route,fec[68],5.35,14
finish,fec[71],5.78,14
==> power breakdown <==
| part | internal [mW] | switching [mW] | total (mW) | leakage [nW] |
|---|---|---|---|---|
| registers | 0.669 | 0.164 | 0.833 | 1.19 |
| clock network | 0.334 | 0.229 | 0.564 | 0.278 |
| logic | 0.510 | 0.893 | 1.40 | 1.87 |
==> flip-flops by register name, summed over array words and instances, names as in the netlist <==
signal,count
done,1
fec,96
i,32
p0,1
p1,1
x,4
==> stage by stage <==
stage / hold WS (ns) / power, mW
floorplan: 0.416 / 1.83
global placement: 0.459 / 2.21
detailed placement: 0.461 / 2.23
CTS: 0.495 / 2.80
global route: 0.512 / 3.01
finish: 0.501 / 2.80
==> per-layer routing <==
metal / vias to the layer above / GRT usage, % / part of all wire [%]
met2: 210 / 36.5 / 43
met4: 0 / 1.96 / 0.62
li1: 3149 / - / -
met1: 3190 / 45.4 / 48
met3: 9 / 8.04 / 8.3
met5: - / 0 / 0
==> worst max-delay path, cell delays in order (launching register included) <==
cell and delay (ns):
dfxtp_1 0.61, inv_1 0.19, ha_1 0.45, nand3_1 0.12
nor4_2 0.49, o21ai_0 0.46, or2_2 0.45, a2111oi_4 0.44
nand2_1 0.10, o31ai_1 0.26, a31oi_1 0.16, nor4_4 0.27
buf_4 0.48, and4_1 0.32, mux2_2 0.35
==> cells in the final DEF, fill, tap and decap left out, types with 3 or more instances in the layout <==
cell	count
clkdlybuf4s50_1	99
edfxtp_1	98
mux2_2	92
nor2_1	58
nand2_1	52
nand4_1	44
xnor2_1	40
nand3_1	39
dfxtp_1	37
nor3_1	34
xor2_1	25
o21ai_0	22
nand2b_1	22
clkbuf_16	17
a21oi_1	16
nor4_1	16
buf_4	12
and3_1	10
or3_1	9
and4_1	9
inv_1	8
or3b_2	8
or2_2	7
mux2i_1	7
a31oi_1	7
ha_1	6
nor3b_1	5
a211oi_1	5
mux2_1	5
o21bai_1	4
a211o_1	4
clkinvlp_4	4
inv_6	4
nor4_4	3
or4_1	3
o22ai_1	3
nor3_2	3
o21a_1	3
o31ai_1	3
nor2b_1	3
Power figures rest on the tool's default switching activity, not on a simulated workload.
